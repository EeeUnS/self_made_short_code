File: config.mk
export PLATFORM = sky130hd
export DESIGN_NAME = shifter
export DESIGN_NICKNAME = shifter
export VERILOG_FILES = /design/flow/design.v
export SDC_FILE = /design/flow/constraint.sdc
export NUM_CORES = 4
export LEC_CHECK = 1
export CORE_UTILIZATION = 30
File: constraint.sdc
current_design shifter

set clk_period 6.0
set clk_io_pct 0.2

create_clock -name clk0 -period $clk_period

set non_clock_inputs [all_inputs -no_clocks]
set_input_delay [expr $clk_period * $clk_io_pct] -clock clk0 $non_clock_inputs
set_output_delay [expr $clk_period * $clk_io_pct] -clock clk0 [all_outputs]
File: design.v
module	shifter(
	shiftIn,
	shiftAmt, 
	shiftCtl,
	shiftOut
);
input	[15:0]	shiftIn;   
input	[ 3:0]	shiftAmt;  
input	[ 2:0]	shiftCtl;  
output	[15:0]	shiftOut;  
reg	[15:0]	shiftOut;
always @ (shiftIn or shiftAmt or shiftCtl)
begin
	casex(shiftCtl)
		3'b0?? :  
			shiftOut = shiftIn << shiftAmt; 
		3'b100 :  
			shiftOut = shiftIn >> shiftAmt; 
		3'b101 :  
			shiftOut = ({16{shiftIn[15]}}<<(16-shiftAmt)) | (shiftIn >> shiftAmt); 
		3'b11? :  
			shiftOut = (shiftIn >> shiftAmt) | (shiftIn << (16-shiftAmt)); 
	endcase
end
endmodule
File: run.sh
#!/bin/bash
# OpenROAD 26Q1-2900-gdf79404cd8, Yosys 0.63+post, stock flow scripts
make -C /OpenROAD-flow-scripts/flow DESIGN_CONFIG=/design/flow/config.mk WORK_HOME=/design/flow/orfs finish
==> run summary <==
Maximum fanout count along the critical path - 38
Setup bufs post-CTS - 0
Initial DRT Pass Iterations - 4
Port bufs - 39
Die height - 91.6 um
Number of cell rows - 32
Warnings, synthesis - 1
Placeable core region - 7730 um^2
Worst slew margin relative to its limit - 51.8%
Yosys cell count - 303
Unrepaired setup endpoints after global routing - no
Highest Clock Rate - 191 MHz
Drt first-iter violations - 222
Post-layout minimum cycle time - 5.24 ns
# IOs - 39
Delay-heaviest family, CP - buffers and inverters
Fraction of layout cells with a size suffix above 1 - 19.2%
Mean post-synth cell area - 7.94 um^2
Max cap viols - 0
Final count of hold timing violations - 0
Tcrit/Tclk final - 87.3%
Vias in the first global route - 2478
Overall global routing resource usage - 21.3%
Count of placed standard cells in the final layout, fillers left out - 414
Total of fill cells in the finished design - 816
Antenna violations before repair - 0
GRT overflow - 0
Final worst slack - 0.765 ns
Cells resized by post-CTS repair - 0
IR drop worst, VDD - 0.0000409 V
Antenna violation net count after detailed routing - 0
Register share after synthesis - 0%
Global placement routability congestion - 0.986
Power density over the cells - 96.9 nW/um^2
Area of placed instances - 2810 um^2
Post-route DRC - 0
Total routed wirelength - 8390 um
Top logic cells by instance count in the layout - 44 x sky130_fd_sc_hd__nand2_1, 38 x sky130_fd_sc_hd__clkdlybuf4s50_1, 34 x sky130_fd_sc_hd__mux4_2, 28 x sky130_fd_sc_hd__nor2_1, 18 x sky130_fd_sc_hd__a21oi_1
Dpl ws - 0.779 ns
WP buf/inv - 3
MI comb area - 2190 um^2
Width of the chip - 91.6 um
Final count of pins violating max slew - 0
Global-route wire length before repair - 13600 um
Post-Synthesis Cells - 303
Arrival time worst endpoint - 4.04 ns
Warning total across the stage logs - 32
Setup Viol. Count Final - 0
Worst hold margin - 3.39 ns
Required time of the critical path - 4.80 ns
Die area - 8390 um^2
DP HPWL - 6410 um
Dominant cell type by count on the critical path - sky130_fd_sc_hd__clkdlybuf4s50_1
Mapped cell area - 2410 um^2
Clock buf count - 0
Sequential cell area in the final layout - 0 um^2
Chip area from the yosys synthesis statistics - 2410 um^2
Final TNS setup - 0 ns
Max stage delay cell, worst path - sky130_fd_sc_hd__clkdlybuf4s50_1
Kind of start point of the critical path - input pin
Pleak - 0.978 nW
Final design area excluding fillers - 2810 um^2
Critical path cell sequence - clkdlybuf4s50_1 -> buf_4 -> mux2_2 -> a22o_1 -> mux4_2 -> a22oi_1 -> nand2_1 -> clkdlybuf4s50_1
Sort of element at the end of the critical path - primary output
Layout area overhead - 16.5%
Unique cell types - 62
Via/cell ratio - 6.20
DR WL/cell - 20.3 um
Worst-margin pin slew - 0.718 ns
Vias after detailed routing - 2565
Largest incremental delay on the critical path - 0.48 ns
Type of the tightest min-delay check - input pin to primary output
Ant diodes - 0
Top cell excl fill/tap - sky130_fd_sc_hd__nand2_1
Category of the most critical setup path - input pin to primary output
Outcome - finished, final reports clean
Seq cells - 0
Pin count of the biggest net entering global routing - 54
Count of hold buffers inserted by post-cts repair - 0
Placed cell count - 414
Floorplan-stage core utilization - 31.2%
==> cell usage after synthesis (all sizes together), types with 2 or more instances <==
master	count	area [um^2]
nor4	4	31.3
nor2b	3	18.8
clkbuf	23	87.6
mux2i	16	160
or4	3	26.3
a211oi	8	60.1
nand2	44	165
nand3b	2	15.0
o221ai	2	17.5
a2111oi	3	32.5
a31o	3	26.3
a22o	3	26.3
mux2	6	67.6
nand3	12	60.1
nor2	28	105
a211o	2	17.5
inv	6	22.5
buf	16	108
a21oi	18	90.1
and2	2	12.5
a31oi	7	43.8
a22oi	4	35.0
nand2b	2	12.5
o31ai	4	30.0
a2bb2oi	2	17.5
nor3	6	30.0
o311ai	2	17.5
mux4	34	766
o211ai	9	67.6
o21ai	8	40.0
==> metrics by stage <==
step                power [mW]  util, %
CTS                      0.269     36.3
global placement         0.270     36.3
finish                   0.272     36.3
global route             0.295     36.3
floorplan                0.174        -
detailed placement       0.268     36.3
==> where the power goes <==
group	total [mW]	internal (mW)	switching, mW
Sequential	0	0	0
Combinational	0.272	0.133	0.139
Clock	0	0	0
Total	0.272	0.133	0.139
==> logic make-up (layout without fill, tap and decap cells) <==
logic type	after synthesis	count (layout)	synth area share (%)
simple gates	113	113	22.1
compound gates	85	85	26.1
mux	56	56	41.3
buf+inv	46	55	9.20
xor+xnor	2	2	0.728
fa+ha+maj	1	1	0.520
==> layer usage <==
metal | track usage, % | routed length (um)
met1 | 32.1 | 3810
met2 | 29.9 | 3570
met3 | 6.72 | 790
met4 | 5.29 | 218
met5 | 0 | 0
==> path summary, 6_finish.rpt <==
kind,end,slack (ns),cells after the start,startpoint
worst max-delay path,shiftOut[6],0.76,8,shiftAmt[1]
worst min-delay path,shiftOut[0],3.39,4,shiftAmt[0]
==> area by class of cell <==
class / count / share of cell area (%)
multi-input cells: 257 / 77.9
well taps: 102 / 4.55
repair buffers: 48 / 16.6
inverters: 7 / 0.937
Power is estimated from default activity; no workload was simulated.
