`/design/flow/config.mk`:
```
export PLATFORM = sky130hd
export DESIGN_NAME = regFile
export DESIGN_NICKNAME = regFile
export VERILOG_FILES = /design/flow/design.v
export SDC_FILE = /design/flow/constraint.sdc
export NUM_CORES = 4
export LEC_CHECK = 1
export CORE_UTILIZATION = 50
```
`/design/flow/run.sh`:
```
#!/bin/bash
# OpenROAD 26Q1-2900-gdf79404cd8, Yosys 0.63+post, stock flow scripts
make -C /OpenROAD-flow-scripts/flow DESIGN_CONFIG=/design/flow/config.mk WORK_HOME=/design/flow/orfs finish
```
`/design/flow/design.v`:
```
module	gpr (
	clk,
	wbEn,
	wbData,
	rdData
);
input		clk;
input		wbEn;
input	[15:0]	wbData;
output	[15:0]	rdData;
reg	[15:0]	rdData;
always	@(posedge clk)
	if(wbEn)
		rdData= wbData;
endmodule
module	regSel (
	rdIdx,
	gpr0 , gpr1 , gpr2 , gpr3 , gpr4 , gpr5 , gpr6 , gpr7,
	gpr8 , gpr9 , gpr10, gpr11, gpr12, gpr13, gpr14, gpr15,
	rdData
);
input	[ 3:0]	rdIdx;
input	[15:0]	gpr0 , gpr1 , gpr2 , gpr3 , gpr4 , gpr5 , gpr6 , gpr7;
input	[15:0]	gpr8 , gpr9 , gpr10, gpr11, gpr12, gpr13, gpr14, gpr15;
output	[15:0]	rdData;
reg	[15:0]	rdData;
always @ (rdIdx or gpr0  or gpr1  or gpr2  or gpr3  or gpr4  or gpr5  or gpr6  or gpr7  or
	gpr8  or gpr9  or gpr10 or gpr11 or gpr12 or gpr13 or gpr14 or gpr15) 
begin
	casex(rdIdx)
		4'd0 :	rdData = gpr0 ;
		4'd1 :	rdData = gpr1 ;
		4'd2 :	rdData = gpr2 ;
		4'd3 :	rdData = gpr3 ;
		4'd4 :	rdData = gpr4 ;
		4'd5 :	rdData = gpr5 ;
		4'd6 :	rdData = gpr6 ;
		4'd7 :	rdData = gpr7 ;
		4'd8 :	rdData = gpr8 ;
		4'd9 :	rdData = gpr9 ;
		4'd10:	rdData = gpr10;
		4'd11:	rdData = gpr11;
		4'd12:	rdData = gpr12;
		4'd13:	rdData = gpr13;
		4'd14:	rdData = gpr14;
		4'd15:	rdData = gpr15;
	endcase
end
endmodule
module	regFile (
	clk,
	rdAIdx,
	rdBIdx,
	rdAOEn,
	rdBOEn,
	wbIdx,
	wbData,
	wbEn,
	pc,
	rdAData,
	rdBData
);
input		clk;
input	[ 3:0]	rdAIdx;    
input	[ 3:0]	rdBIdx;    
input		rdAOEn;    
input		rdBOEn;    
input	[ 3:0]	wbIdx;     
input	[15:0]	wbData;    
input		wbEn;	   
input	[15:0]	pc;
output	[15:0]	rdAData;   
output	[15:0]	rdBData;   
wire	[15:0]	gpr0 , gpr1 , gpr2 , gpr3 , gpr4 , gpr5 , gpr6 , gpr7;
wire	[15:0]	gpr8 , gpr9 , gpr10, gpr11, gpr12, gpr13, gpr14;
wire	[15:0]	rdADataTmp, rdBDataTmp;
gpr	Igpr0 (.clk(clk), .wbEn(wbEn && wbIdx == 4'd0),  .wbData(wbData), .rdData(gpr0 ));
gpr	Igpr1 (.clk(clk), .wbEn(wbEn && wbIdx == 4'd1),  .wbData(wbData), .rdData(gpr1 ));
gpr	Igpr2 (.clk(clk), .wbEn(wbEn && wbIdx == 4'd2),  .wbData(wbData), .rdData(gpr2 ));
gpr	Igpr3 (.clk(clk), .wbEn(wbEn && wbIdx == 4'd3),  .wbData(wbData), .rdData(gpr3 ));
gpr	Igpr4 (.clk(clk), .wbEn(wbEn && wbIdx == 4'd4),  .wbData(wbData), .rdData(gpr4 ));
gpr	Igpr5 (.clk(clk), .wbEn(wbEn && wbIdx == 4'd5),  .wbData(wbData), .rdData(gpr5 ));
gpr	Igpr6 (.clk(clk), .wbEn(wbEn && wbIdx == 4'd6),  .wbData(wbData), .rdData(gpr6 ));
gpr	Igpr7 (.clk(clk), .wbEn(wbEn && wbIdx == 4'd7),  .wbData(wbData), .rdData(gpr7 ));
gpr	Igpr8 (.clk(clk), .wbEn(wbEn && wbIdx == 4'd8),  .wbData(wbData), .rdData(gpr8 ));
gpr	Igpr9 (.clk(clk), .wbEn(wbEn && wbIdx == 4'd9),  .wbData(wbData), .rdData(gpr9 ));
gpr	Igpr10(.clk(clk), .wbEn(wbEn && wbIdx == 4'd10), .wbData(wbData), .rdData(gpr10));
gpr	Igpr11(.clk(clk), .wbEn(wbEn && wbIdx == 4'd11), .wbData(wbData), .rdData(gpr11));
gpr	Igpr12(.clk(clk), .wbEn(wbEn && wbIdx == 4'd12), .wbData(wbData), .rdData(gpr12));
gpr	Igpr13(.clk(clk), .wbEn(wbEn && wbIdx == 4'd13), .wbData(wbData), .rdData(gpr13));
gpr	Igpr14(.clk(clk), .wbEn(wbEn && wbIdx == 4'd14), .wbData(wbData), .rdData(gpr14));
regSel	regASel (
	rdAIdx,
	gpr0 , gpr1 , gpr2 , gpr3 , gpr4 , gpr5 , gpr6 , gpr7,
	gpr8 , gpr9 , gpr10, gpr11, gpr12, gpr13, gpr14, pc,
	rdADataTmp
);
regSel	regBSel (
	rdBIdx,
	gpr0 , gpr1 , gpr2 , gpr3 , gpr4 , gpr5 , gpr6 , gpr7,
	gpr8 , gpr9 , gpr10, gpr11, gpr12, gpr13, gpr14, pc,
	rdBDataTmp
);
assign	rdAData = rdAOEn ? rdADataTmp : 16'hz;
assign	rdBData = rdBOEn ? rdBDataTmp : 16'hz;
endmodule
```
`/design/flow/constraint.sdc`:
```
current_design regFile

set clk_period 4.9
set clk_io_pct 0.2

create_clock -name clk0 -period $clk_period [get_ports {clk}]

set non_clock_inputs [all_inputs -no_clocks]
set_input_delay [expr $clk_period * $clk_io_pct] -clock clk0 $non_clock_inputs
set_output_delay [expr $clk_period * $clk_io_pct] -clock clk0 [all_outputs]
```
==> summary.txt <==
flow finished, numbers: result of the run complete, no violations, capturing element type of the critical path output pin, drt initial violations 595, pins over their slew limit 0, DRT antenna net count 0, cell type contributing the most total cell area after synthesis sky130_fd_sc_hd__edfxtp_1, post-DR wirelength/cell 32.1 µm, per-cell via count in the routed design 6.99, Clock Tree Buf Depth 3, highest-count logic cell in the final layout sky130_fd_sc_hd__edfxtp_1, top library cells by usage in the layout, fill and taps aside 240 x sky130_fd_sc_hd__edfxtp_1, 77 x sky130_fd_sc_hd__buf_4, 73 x sky130_fd_sc_hd__clkdlybuf4s50_1, 58 x sky130_fd_sc_hd__a22oi_1, 52 x sky130_fd_sc_hd__nand2_1, Distinct cells, synth 60, RSZ-0062 raised after global routing no, CP Max Fanout 26, Pwr Density 345 mW/mm², Hold WC Path Type primary input to flip-flop, power share of the sequential group 48.6%, post-CTS setup buffer count 0, main area contributors sky130_fd_sc_hd__edfxtp_1 62%, sky130_fd_sc_hd__a22oi_1 3.7%, sky130_fd_sc_hd__mux2i_1 2.9%, sky130_fd_sc_hd__a22o_1 2.5%, sky130_fd_sc_hd__o21ai_0 1.9%, clock transition at the registers of the reported paths 0.06 ns, Clk pwr share 39.6%, placeable core area 0.0227 mm², number of enable-type register cells in the synthesized netlist 240, DR vias 9,058, Final Hold Violation Tally 0, vias in the first global route 9,827, cell internal power dissipation 3.66 mW, reported leakage power 4.63 nW, IR Drop Worst-Case VDD 0.261 mV, number of fill cells 1,707, post-route design area 0.0138 mm², count of tool warnings 27, data required time of the worst path 3.92 ns, sort of element at the start of the critical path primary input, fraction of registers with async set or reset after synthesis 0%, transition time at the pin with the least slew margin 0.923 ns, All-Layer GR Usage 38.9%, post-route total power 4.78 mW, num rows 55, cell at the root of the clock tree sky130_fd_sc_hd__clkbuf_16, tally of yosys warning messages 4, CP Class primary input to output pin, dpl ws 0.150 ns, average footprint of a synthesized cell 13.2 µm², number of H-tree levels 1, total length of routed wires 41,500 µm, Final setup violation count 0, max cap viols 0, setup tns final 0 ns, worst hold-check slack 1.31 ns, placed cells 1,253, number of design rule violations left after detail routing 0, antenna violations before repair 0, arrival time worst endpoint 3.70 ns, Inserted Clock Buffers 26, total inserted antenna cells 0, post-layout period usage of the worst path 95.4%, horizontal extent of the die 155 µm, global route overflow 0, Initial Utilization 51.2%, cell area after technology mapping 0.0116 mm², flip-flop cell with the highest count after synthesis sky130_fd_sc_hd__edfxtp_1, post-layout instance count excluding filler cells 1,295, layout cells sized above 1 16.5%, number of top-level design ports 80, TritonCTS clock tree built, relative contribution of combinational cells to total power 11.7%, number of cells produced by synthesis 878, DPL Wire Length 25,900 µm, Max Clk Rate 214 MHz, Top-area cell share 62.0%, area grow syn2layout 19.0%, sw frac 23.3%, # clock sinks 240, worst-case setup margin in the final layout 0.224 ns, routability-driven placement congestion ratio 0.961, Flops after synth 240, sw power 1.12 mW, total of buffers placed on input and output ports 77, first-pass GRT wire length 60,300 µm, DRT Pass-1 Iters 5, post-synth area from yosys stat 0.0116 mm², DP Area 0.0130 mm², time the worst path needs with I/O delays and setup 4.68 ns, core utilization of the finished layout 61.0%, Yosys Instances 878, maximum number of pins on one net before global-route repair 29, overall die area 0.0239 mm², proportion of synthesized chip area in sequential cells 62.0%, max_slew headroom 38.3%, height of the die 155 µm
kinds of logic after synthesis:
logic type             Yosys count  share of synthesized area (%)
AOI/OAI and AO/OA              312                           19.6
buffers and inverters           73                           3.46
DFF                            240                           62.0
muxes                           59                           6.77
and+or+nand+nor                194                           8.24
cell type report:
type                            instances  area [µm²]  area share, %
Timing Repair Buffer                  156        1370           9.89
Multi-Input combinational cell        565        4080           29.5
Clock buffer                           29         662           4.78
Tap cell                              285         357           2.58
Inverter                                7        28.8          0.208
Clock inverter                         13         144           1.04
Sequential cell                       240        7210           52.1
synthesized netlist by cell type, drive strengths merged, types with 6 or more instances:
| master | n |
|---|---|
| a211oi | 12 |
| a21oi | 32 |
| a221o | 20 |
| a221oi | 9 |
| a22o | 33 |
| a22oi | 58 |
| a31oi | 20 |
| a32oi | 14 |
| and3 | 9 |
| buf | 46 |
| clkbuf | 20 |
| edfxtp | 240 |
| inv | 6 |
| mux2 | 14 |
| mux2i | 34 |
| mux4 | 11 |
| nand2 | 52 |
| nand2b | 7 |
| nand3 | 21 |
| nor2 | 57 |
| nor2b | 14 |
| nor3 | 14 |
| o211ai | 10 |
| o21ai | 45 |
| o22a | 7 |
| o22ai | 23 |
| o32a | 10 |
worst max-delay path, cell delays in order:
cell and delay [ns]:
sky130_fd_sc_hd__clkdlybuf4s50_1 0.70, sky130_fd_sc_hd__buf_4 0.39, sky130_fd_sc_hd__nor2_1 0.46, sky130_fd_sc_hd__o21ai_0 0.17
sky130_fd_sc_hd__a21oi_1 0.20, sky130_fd_sc_hd__nor3_1 0.07, sky130_fd_sc_hd__o21ai_0 0.19, sky130_fd_sc_hd__clkdlybuf4s50_1 0.51
worst paths after layout:
kind,start,endpoint,slack [ns],cells past startpoint
max,rdBIdx[2],rdBData[8],0.22,8
min,wbData[10],Igpr7.rdData[10]$_DFFE_PP_,1.31,1
power groups by stage:
stage         Combinational (mW)  Sequential, mW  Clock (mW)
CTS                        0.547            2.32        1.90
global route               0.591            2.33        1.97
finish                     0.561            2.32        1.89
per-layer routing:
metal	GRT usage, %	vias to the layer above	wire length, µm
met5	4.35	-	50
met4	14.4	2	1960
met3	30.5	143	7490
met2	53.1	783	17800
met1	47.6	4296	14200
li1	-	3834	-
repair_timing:
item                                    4_1_cts  5_1_grt
hold buffers                                  0        0
endpoints found under the setup margin        0        2
resized                                       0        2
Power and IR drop assume default switching activity.
